--- run.sh ---
#!/bin/bash
# OpenROAD 26Q1-2900-gdf79404cd8, Yosys 0.63+post, stock flow scripts
make -C /OpenROAD-flow-scripts/flow DESIGN_CONFIG=/design/flow/config.mk WORK_HOME=/design/flow/orfs finish
--- config.mk ---
export PLATFORM = sky130hd
export DESIGN_NAME = instruction_execution_unit
export DESIGN_NICKNAME = instruction_execution_unit
export VERILOG_FILES = /design/flow/design.v
export SDC_FILE = /design/flow/constraint.sdc
export NUM_CORES = 4
export LEC_CHECK = 1
export CORE_UTILIZATION = 40
--- constraint.sdc ---
current_design instruction_execution_unit

set clk_period 8.5
set clk_io_pct 0.2

create_clock -name clk0 -period $clk_period [get_ports {clk}]

set non_clock_inputs [all_inputs -no_clocks]
set_input_delay [expr $clk_period * $clk_io_pct] -clock clk0 $non_clock_inputs
set_output_delay [expr $clk_period * $clk_io_pct] -clock clk0 [all_outputs]
--- design.v ---
module instruction_execution_unit #(
    parameter INSTR_WIDTH       = 32,
    parameter INSTR_ADDR_WIDTH  = 16,
    parameter DATA_WIDTH        = 16,
    parameter DATA_ADDR_WIDTH   = 16,
    parameter PC_MEM_ADDR       = 16'h8000
) (
    input  logic clk,
    input  logic rst,
    input  logic [INSTR_WIDTH - 1 : 0]      instr_din,
    output logic [INSTR_ADDR_WIDTH - 1 : 0] instr_addr,
    input  logic [DATA_WIDTH - 1 : 0]       data_din,
    output logic [DATA_ADDR_WIDTH - 1 : 0]  data_addr,
    output logic                            data_wr,
    output logic [DATA_WIDTH - 1 : 0]       data_dout,
    input  run,
    output busy
);
    logic [DATA_WIDTH - 1 : 0]          temp_reg;
    logic [DATA_ADDR_WIDTH - 1 : 0]     write_addr_reg;
    logic [DATA_ADDR_WIDTH - 1 : 0]     pc_reg;
    logic [DATA_ADDR_WIDTH - 1 : 0]     next_write_addr;
    logic [DATA_ADDR_WIDTH - 1 : 0]     next_read_addr;
    assign instr_addr       = pc_reg;
    assign next_read_addr   = instr_din[DATA_ADDR_WIDTH - 1 : 0];
    assign next_write_addr  =  instr_din[2 * DATA_ADDR_WIDTH - 1 : DATA_ADDR_WIDTH];
    typedef enum logic [1:0] { 
        IDLE, FETCH, WRITE
    } 
    state_t;
    state_t curr_state, next_state;
    always_ff @(posedge clk) begin
        if (rst) begin
            curr_state      <= IDLE;
            temp_reg        <= '0;
            write_addr_reg  <= '0;
            pc_reg          <= '0;
        end
        else begin
            curr_state <= next_state;
            case (curr_state)
                FETCH: begin
                    temp_reg        <= data_din;
                    write_addr_reg  <= next_write_addr;
                    if (next_write_addr == PC_MEM_ADDR) begin
                        pc_reg      <= data_din;
                    end
                    else begin
                        pc_reg      <= pc_reg + 1;
                    end
                end
                WRITE: begin
                end
            endcase
        end
    end
    always_comb begin
        data_addr = 'b0;
        data_wr   = 1'b0;
        data_dout = temp_reg; 
        next_state = curr_state;
        case (curr_state)
            IDLE: begin 
                if (run)    next_state = FETCH;
                else        next_state = IDLE;
            end
            FETCH: begin
                next_state = WRITE;
                data_addr  = next_read_addr;
            end
            WRITE: begin
                if (run)    next_state = FETCH;
                else        next_state = IDLE;
                data_addr = write_addr_reg;
                data_dout = temp_reg;
                data_wr   = 1'b1;
            end
            default: begin
                next_state = IDLE;
            end
        endcase
    end
endmodule
==> results_slide.txt <==
Flow Results at a Glance

Status
  • Status: finished, final reports clean

Global routing
  • First-pass GRT wire length: approximately 9600 um
  • Initial antenna violation count: 0
  • Vias in the first global route: 2012
  • Total Routing Usage GR: 18.9%
  • Gr ovfl total: 0
  • Pin count of the biggest net entering global routing: about 47

Critical path
  • CP Class: input port to output pin
  • Critical Path AT: 2.73 ns
  • Nature of the critical path startpoint: input port
  • Req. time, crit path: between 6 and 7 ns
  • Worst R2R Setup Slack: 6.18 ns
  • Crit Path Max Fanout: 1
  • CP endpoint kind: output pin
  • Worst R2R Start: curr_state[2]$_DFF_P_
  • Crit. Startpoint: instr_din[11]

Place
  • Hpwl dp: just over 4000 um
  • Placed insts: 426
  • Port Buf Inserts: 99
  • Dpl cell area: roughly 0.0034 mm^2
  • Routability congestion estimate from global placement: between 0.7 and 0.8

STA
  • Unrepaired setup endpoints after global routing: false
  • Worst clock skew: 0.0132 ns
  • Final count of negative-setup-slack endpoints: 0
  • FMAX: 0.226 GHz
  • Worst slew pin tran: 0.797 ns
  • Final Critical Period: 4.43 ns
  • Rel. slew slack: 46.9%
  • Final Hold Fails: 0
  • Fin. max-slew vios: 0
  • Setup_tns: 0 ns
  • Part of the cycle the worst path needs: 52.2%

Finish
  • Finished Layout Cells: 434
  • Fillers: 553
  • Final core occ: 59.8%
  • Share of layout cells above drive strength 1: 6.69%
  • Multi-input logic area: 0.00129 mm^2
  • Register area: 0.00102 mm^2
  • Top Layout Cells: clkdlybuf4s50_1, dfxtp_1, nor2_1, mux2i_1, a21oi_1
  • Area Overhead vs Synth: 44.3%
  • Final instance area: 0.00354 mm^2
  • Commonest non-fill, non-tap cell in the layout: clkdlybuf4s50_1

Logic synthesis
  • Cell Area, Synth: 0.00245 mm^2
  • Post-synth cell types: 41
  • Warnings, synthesis: 2
  • Yosys cell count: ~270
  • Synth Seq Share: 41.6%
  • Yosys synthesis chip area: approximately 0.0025 mm^2
  • Ys flops: 51
  • Avg Inst Size Synth: slightly above 9 um^2
  • Synth Instances: 270

Clocking
  • CTS sink cnt: 51
  • Clock root buffer: clkbuf_8
  • # H-tree levels: 2
  • Clk buf depth: 2
  • Worst-path clk slew: 0.10 ns
  • Late-Pin Clk Latency: around 0.31 ns
  • Post-CTS setup buffers: 0
  • CTS tree: built
  • Post-CTS Resized: 0
  • Total CTS buffers: 5
  • Hold_buf cts: 0

Detailed routing
  • Vias post-DR: 2262
  • ANT cells: 0
  • WL/cell: 13.9 um
  • Post-route ant nets: 0
  • Routed wl met3: 300 um
  • Met2 WL: 2760 um
  • Met1 Routed Length: 2920 um
  • DRC viols: 0
  • Top layer in use: met4
  • DR pass1 iterations: 4
  • Final WL: 6050 um
  • Initial DRC count: slightly above 90
  • Drt via density: 5.21

Run
  • Max cap viols: 0
  • Log Warnings: 26

Floorplanning
  • Die H: roughly 80 um
  • Core ar.: 0.00592 mm^2
  • Initial Util: 41.5%
  • Die W: 80.3 um
  • Die ar.: 0.00645 mm^2
  • Core Rows: 28
  • I/O pin count: slightly above 100

Power and ir drop
  • Worst ir drop on vdd: 0.111 mV
  • Pleak: 0.00125 uW
  • Pwr dens: 140 mW/mm^2

Worst hold path
  • Worst Hold Launch: temp_reg[5]$_SDFFE_PP0P_
  • Min-delay worst type: register to register
-- power by group --
group | total, uW | internal, uW | switching [uW] | leakage [uW]
clock | 172 | 87.8 | 83.8 | 0.0000581
sequential | 256 | 247 | 8.49 | 0.000415
combinational | 67.1 | 45.0 | 22.0 | 0.000778
-- metrics by stage --
step                      setup WS, ns  total power, uW  hold slack [ns]
final                             4.07              494            0.498
after global routing              4.01              518            0.528
after CTS                         4.06              501            0.505
after detailed placement          4.06              329            0.480
after global placement            4.06              329            0.473
after floorplan                   4.96              284            0.437
-- worst max-delay path, stage by stage --
cell and delay (ns):
clkdlybuf4s50_1 0.46, a22o_1 0.12, clkdlybuf4s50_1 0.46
-- cells by family (layout without fill, tap and decap cells) --
kind of cell	Yosys count	in the layout	synth area share (%)
AND/OR/NAND/NOR	93	93	21.1
AND-OR/OR-AND	67	67	17.8
flip-flops	51	51	41.6
multiplexers	32	32	13.0
buffers and inverters	25	114	5.81
adder cells (fa/ha/maj)	1	1	0.510
other	1	1	0.153
-- path summary, 6_finish.rpt --
check	to	cells after the start
min reg2reg	temp_reg[5]$_SDFFE_PP0P_	2
max	data_addr[11]	3
max reg2reg	pc_reg[15]$_SDFFE_PP0P_	4
min	temp_reg[5]$_SDFFE_PP0P_	2
-- metal layers --
layer  vias up  track usage [%]
met1      1042             28.7
met2        58             29.7
met4         0             1.96
li1       1154                -
met3         8             3.00
met5         -                0
-- layout make-up --
| type | instances | share of cell area (%) |
|---|---|---|
| clock inverters | 3 | 1.24 |
| inverters | 4 | 0.424 |
| multi-input cells | 194 | 36.4 |
| flip-flops and latches | 51 | 28.8 |
| repair buffers | 102 | 28.5 |
| well taps | 75 | 2.65 |
| clock buffers | 5 | 1.94 |
-- Yosys cell counts --
library cell  instances  area share (%)
dfxtp_1              51              42
nor2_1               37             5.7
mux2i_1              32              13
a21oi_1              17             3.5
a22o_1               16             5.7
o21ai_0              14             2.9
nand3_1              11             2.2
clkbuf_1              9             1.4
nand2_1               9             1.4
o21ai_1               8             1.6
and3_1                5             1.3
buf_2                 5             1.0
inv_1                 4            0.61
nand4_1               4             1.0
and2_1                3            0.76
and4_1                3             1.1
buf_6                 3             1.4
nor3_1                3            0.61
nor3_2                3             1.2
nor3b_1               3            0.92
nor4_2                3             1.5
o21a_1                3            0.92
a211oi_1              2            0.61
a31oi_1               2            0.51
buf_1                 2            0.31
nor4_1                2            0.51
or3_1                 2            0.51
a211oi_2              1            0.51
a311oi_2              1            0.61
a31o_1                1            0.36
buf_12                1            0.82
buf_4                 1            0.31
conb_1                1            0.15
ha_1                  1            0.51
nand2_2               1            0.26
nand3b_1              1            0.31
nand4_2               1            0.51
nor4b_1               1            0.36
nor4b_4               1            0.97
o22ai_1               1            0.26
o32ai_1               1            0.36
Power and IR drop assume default switching activity.
