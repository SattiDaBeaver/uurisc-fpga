==> flow/design.v <==
module ALU #(
    parameter DATA_WIDTH = 16
) (
    input  logic [DATA_WIDTH - 1 : 0]   alu_a_in,
    input  logic [DATA_WIDTH - 1 : 0]   alu_b_in,
    input  logic [DATA_WIDTH - 1 : 0]   alu_op,
    output logic [DATA_WIDTH - 1 : 0]   alu_dout,
    output logic [DATA_WIDTH - 1 : 0]   alu_flags
);
    typedef enum logic [DATA_WIDTH - 1 : 0] { 
        ADD, SUB, SRL, SLL, OR, NOR, AND, NAND, XOR, NOT
    } alu_op_t;
    logic n_flag, z_flag, c_flag;
    logic [DATA_WIDTH - 1 : 0] A;
    logic [DATA_WIDTH - 1 : 0] B;
    logic [DATA_WIDTH : 0] alu_result;
    assign alu_dout = alu_result[DATA_WIDTH - 1 : 0];
    assign alu_flags[2:0] = {c_flag, n_flag, z_flag};
    assign alu_flags[DATA_WIDTH - 1 : 3] = 'h0;
    assign A = alu_a_in;
    assign B = alu_b_in;
    always @ (*) begin
        n_flag = (alu_dout[DATA_WIDTH-1] == 1'b1);
        z_flag = (alu_dout == 0);
        c_flag = alu_result[DATA_WIDTH];
        case (alu_op)
            ADD:        alu_result = A + B;
            SUB:        alu_result = A - B;
            SRL:        alu_result = A >> B;  
            SLL:        alu_result = A << B;  
            OR:         alu_result = A | B;
            NOR:        alu_result = ~(A | B);
            AND:        alu_result = A & B;
            NAND:       alu_result = ~(A & B);
            XOR:        alu_result = A ^ B;
            NOT:        alu_result = ~A;
            default:    alu_result = 'h0;
        endcase
    end
endmodule
==> flow/run.sh <==
#!/bin/bash
# OpenROAD 26Q1-2900-gdf79404cd8, Yosys 0.63+post, stock flow scripts
make -C /OpenROAD-flow-scripts/flow DESIGN_CONFIG=/design/flow/config.mk WORK_HOME=/design/flow/orfs finish
==> flow/config.mk <==
export PLATFORM = sky130hd
export DESIGN_NAME = ALU
export DESIGN_NICKNAME = ALU
export VERILOG_FILES = /design/flow/design.v
export SDC_FILE = /design/flow/constraint.sdc
export NUM_CORES = 4
export LEC_CHECK = 1
export CORE_UTILIZATION = 40
==> flow/constraint.sdc <==
current_design ALU

set clk_period 11.8
set clk_io_pct 0.2

create_clock -name clk0 -period $clk_period

set non_clock_inputs [all_inputs -no_clocks]
set_input_delay [expr $clk_period * $clk_io_pct] -clock clk0 $non_clock_inputs
set_output_delay [expr $clk_period * $clk_io_pct] -clock clk0 [all_outputs]
==> job_summary.md <==
## PnR job results

| Metric | Value |
|---|---|
| Share of cells above drive strength 1 | 0.0622 |
| Vias in the first global route | 4326 |
| Final sum of negative setup slack | 0 ns |
| Req. time, crit path | 9.44 ns |
| Overall routed net length | about 16 mm |
| Final non-filler cell area | 0.00487 mm2 |
| Number of placed instances, taps included | 779 |
| DP Wirelength | roughly 13 mm |
| Area reported by Yosys stat | 0.00421 mm2 |
| Count of distinct cell types in the synthesized netlist | 75 |
| Filler cells | ~1100 |
| Horiz. Die Dim | around 100 um |
| Number of stages on the worst hold path | 6 |
| Worst Tran Pin Value | approximately 0.85 ns |
| Final worst-path cycle share | 0.856 |
| Max stage delay cell, worst path | sky130_fd_sc_hd__or4_1 |
| Clock buffers | 0 |
| Port Buffer Count | 67 |
| Final instance count without filler cells | 779 |
| Peak ir drop on the vdd network | around 0.023 mV |
| Worst Path Arrival | 7.74 ns |
| Setup crit start kind | input pin |
| Number of nets with antenna violations after routing | 0 |
| Final routed wire length divided by cell count | 20.7 um |
| Area overhead of the layout relative to synthesis | 15.8% |
| Cts repair resizes | 0 |
| Delay of the slowest cell on the worst path | about 0.56 ns |
| DRC errors left | 0 |
| Most frequently placed logic cell in the final layout | sky130_fd_sc_hd__clkdlybuf4s50_1 |
| Area of the multi-input gates | between 0.003 and 0.004 mm2 |
| Post-Place Cell Area | 0.00487 mm2 |
| Sequential area share after synthesis | 0 |
| Most frequently placed logic cells in the final layout | sky130_fd_sc_hd__clkdlybuf4s50_1, sky130_fd_sc_hd__nor2_1, sky130_fd_sc_hd__nand2_1, sky130_fd_sc_hd__ha_1, sky130_fd_sc_hd__inv_1 |
| Die height | between 100 and 150 um |
| Number of antenna violations at the first check in global routing | 0 |
| First-pass GRT wire length | roughly 25 mm |
| Cell Area, Synth | 0.00421 mm2 |
| Flop count | 0 |
| Critical Path End Type | primary output |
| Power per cell area | 33.5 mW/mm2 |
| List of cells traversed by the critical path | clkdlybuf4s50_1 -> or4_1 -> nor2_1 -> nand4_1 -> nor2_1 -> a21oi_1 -> fa_1 -> a211o_1 -> a2111oi_0 -> buf_4 -> nor3b_1 -> o21a_1 -> o21ai_1 -> a21oi_1 -> a2111o_1 -> nor4_1 -> and4b_1 -> clkdlybuf4s50_1 |
| Number of setup violations in the final report | 0 |
| Initial core utilization | 0.409 |
| Pin count of the biggest net entering global routing | 47 |
| Average vias per placed instance | 6.18 |
| Post-synthesis average cell area | 6.93 um2 |
| Total setup buffers inserted after CTS | 0 |
| Count of inserted antenna diode cells | 0 |
| Crit path kind | input pin to primary output |
| Detailed Route Iter0 Violations | approximately 430 |
| Status | complete, no violations |
| Slew Limit Fails | 0 |
| Headroom to the max-slew limit | 0.426 |
| Worst hold-check slack | about 6.1 ns |
| Number of max-cap violations | 0 |
| Final RePlAce weighted congestion | 0.969 |
| Grt total ovfl | 0 |
| Hold-fix buffer count after cts | 0 |
| Log Warnings | 49 |
| Detailed Routing Iterations Pass 1 | 6 |
| Highest attainable clock frequency | a little under 100 MHz |
| Core region area | around 0.01 mm2 |
| Peak fanout along the critical path | 5 |
| Vias post-DR | ~4800 |
| Total leakage power | roughly 2.1 nW |
| Flip-flop and latch area | 0 um2 |
| Fin. Hold Viols | 0 |
| Hold_sp | alu_b_in[12] |
| Hold path endpoint | alu_dout[12] |
| Synthesized instance count | 607 |
| RSZ-0062 raised after global routing | no |
| Class of the most critical hold timing path | input pin to primary output |
| Post-layout min period | 10.10 ns |
| Standard-cell rows | 37 |
| All-Layer GR Usage | 0.295 |
| Die outline area | between 0.01 and 0.015 mm2 |
| Syn. warnings | 1 |
| Number of standard cells reported by yosys | 607 |
| Number of I/O pins | about 80 |
kinds of logic after synthesis:
logic type | share of synthesized area
AOI/OAI and AO/OA | 0.255
xor gates and xnor gates | 0.0770
adders and majority gates | 0.151
buffers and inverters | 0.112
muxes | 0.148
other | 0.000891
and+or+nand+nor | 0.256
final cells by class:
type,instances,share of cell area
tap,136,0.0349
multi-input combinational,519,0.777
timing repair buffer,77,0.152
inverter,47,0.0362
critical path: cells and delay by family:
family | cells | cell delay, ns
fa+ha+maj | 1 | 0.42
simple gates | 7 | 2.19
compound gates | 7 | 1.70
buf+inv | 3 | 1.07
report_power, final:
group | switching [W] | leakage, nW | total [W] | internal [W]
sequential | 0 | 0 | 0 | 0
clock | 0 | 0 | 0 | 0
combinational | 0.0000938 | 2.10 | 0.000163 | 0.0000694
total | 0.0000938 | 2.10 | 0.000163 | 0.0000694
stage by stage:
step            util  total power, W  setup WS [ns]
6_report       0.474        0.000163           1.70
5_1_grt        0.474        0.000178           1.30
4_1_cts        0.474        0.000161           1.72
3_5_place_dp   0.474        0.000159           1.75
3_3_place_gp   0.474        0.000159           1.80
2_1_floorplan      -        0.000107           3.03
metal layers:
metal / vias up / wire length, um / track usage
met5: - / 0 / 0
met4: 0 / 248 / 0.0469
met3: 24 / 1460 / 0.0349
met2: 249 / 6950 / 0.447
met1: 2240 / 7470 / 0.455
li1: 2302 / - / -
synthesized netlist by cell type (all sizes together) (3+ instances only):
| library cell | instances | share of area |
|---|---|---|
| inv | 46 | 0.041 |
| mux2i | 29 | 0.069 |
| a211o | 3 | 0.0062 |
| nor4 | 12 | 0.018 |
| and4b | 3 | 0.0071 |
| a21oi | 37 | 0.044 |
| o211a | 4 | 0.0095 |
| o21a | 3 | 0.0054 |
| nor2 | 60 | 0.054 |
| a2111oi | 3 | 0.0062 |
| nor3 | 20 | 0.025 |
| nor3b | 3 | 0.0054 |
| or4 | 11 | 0.021 |
| buf | 37 | 0.056 |
| o31ai | 4 | 0.0071 |
| a31oi | 7 | 0.010 |
| a2111o | 3 | 0.0086 |
| o211ai | 6 | 0.011 |
| nand2 | 53 | 0.047 |
| o21ai | 25 | 0.030 |
| or2 | 5 | 0.0074 |
| mux4 | 9 | 0.048 |
| nand4 | 13 | 0.019 |
| nand3b | 4 | 0.0071 |
| ha | 49 | 0.15 |
| a211oi | 11 | 0.020 |
| o22ai | 9 | 0.013 |
| xor2 | 3 | 0.0062 |
| and3 | 4 | 0.0059 |
| and2 | 3 | 0.0045 |
| xnor2 | 34 | 0.071 |
| a22oi | 4 | 0.0071 |
| nand3 | 9 | 0.011 |
| a21o | 7 | 0.012 |
| clkbuf | 16 | 0.014 |
| a221oi | 3 | 0.0062 |
| o221ai | 6 | 0.012 |
| nor2b | 6 | 0.0089 |
| mux2 | 11 | 0.030 |
worst max-delay path by stage:
stage | start | to | slack, ns | cells after the start
CTS | alu_op[5] | alu_flags[0] | 1.72 | 18
global route | alu_op[10] | alu_flags[0] | 1.30 | 18
finish | alu_op[9] | alu_flags[0] | 1.70 | 18
Power is estimated from default activity; no workload was simulated.
